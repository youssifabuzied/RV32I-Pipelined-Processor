### flow/design.v
module ALU#(parameter N = 32)(  input [N-1:0]A, input [N-1:0] B, input[3:0]sel,output reg [N-1:0]out, output zero, output sf, output cf, output vf );
wire [N-1:0]Andout;
wire [N-1:0]Orout;
wire [N-1:0] XORout;
wire [N-1:0] SLLout;
wire [N-1:0]SRLout;
wire [N-1:0] SRAout;
Shifter sh1(A, B[4:0], 2'b01, SLLout);
Shifter sh2(A, B[4:0], 2'b00, SRLout);
Shifter sh3(A, B[4:0], 2'b10, SRAout);
wire [N-1:0] TempSub2;
wire [N-1:0] Btemp2;
wire [N-1:0] Bmid;
wire [N-1:0] Amid;
assign Bmid = (B[31] == 1)? ~B+1: B;
assign Amid = (A[31] == 1)? ~A+1: A;
assign Btemp2 = ~Bmid+1;
RCA rctemp2(Amid, Btemp2, TempSub2); 
wire [32:0]Acopy;
wire [32:0]Bcopy;
assign Acopy = {1'b0,A};
assign Bcopy = {1'b0, B};
assign Andout = A&B;
assign Orout = A|B;
assign XORout = A^B;
wire[N-1:0] sumout;
wire zeros = 32'b0;
wire [N-1:0]Bin;
assign Bin = (sel[2] == 1)? ~B+1: B; 
 wire [31:0] add, sub, op_b;
    assign op_b = (~B);
    assign {cf, add} = (sel[2] == 1) ? (A + op_b + 1'b1) : (A + B);
    assign zero = (add == 0);
    assign sf = add[31];
    assign vf = (A[31] ^ (op_b[31]) ^ add[31] ^ cf);
RCA rc(A, Bin, sumout);
always @(*) begin
case(sel) 
4'b0010: out = sumout;
4'b0110: out = sumout;
4'b0000: out = Andout;
4'b0001: out = Orout;
4'b0011: out = XORout;
4'b1000: out = B;
4'b1001: out = SLLout;
4'b1010: out = SRLout;
4'b1011: out = SRAout;
4'b1100:out ={31'b0,(sf != vf)}; 
4'b1101: out = {31'b0,(~cf)};
default: 
out = zeros;
endcase
end
assign zero = (add == 0)?1:0;
assign sf = (add[N-1]);
endmodule
`timescale 1ns / 1ps
module FA(A, B, cin, S, cout);
input A;
input B;
input cin;
output S;
output cout;
assign {cout, S} = A+B+cin;
endmodule
`timescale 1ns / 1ps
module RCA#( parameter n = 32)(input[n-1:0]A, input[n-1:0]B, output[n-1:0]sum);
wire[n:0] carry;
assign carry[0] = 0;
genvar i;
generate
for(i = 0; i < n; i= i+1) begin 
FA inst(.A(A[i]), .B(B[i]), .cin(carry[i]), .S(sum[i]), .cout(carry[i+1])); 
end
endgenerate
endmodule
`timescale 1ns / 1ps
module Shifter( input wire signed  [31:0] A , input [4:0] shamt , input [1:0] type , output reg [31:0] out );
always@(*)
   begin
       case (type)
        2'b00 : out =  A >> shamt;
        2'b01 : out = A << shamt;
        2'b10 : out = A>>> shamt;
        endcase
    end
endmodule
### flow/run.sh
#!/bin/bash
# OpenROAD 26Q1-2900-gdf79404cd8, Yosys 0.63+post, stock flow scripts
make -C /OpenROAD-flow-scripts/flow DESIGN_CONFIG=/design/flow/config.mk WORK_HOME=/design/flow/orfs finish
### flow/constraint.sdc
current_design ALU

set clk_period 28.5
set clk_io_pct 0.2

create_clock -name clk0 -period $clk_period

set non_clock_inputs [all_inputs -no_clocks]
set_input_delay [expr $clk_period * $clk_io_pct] -clock clk0 $non_clock_inputs
set_output_delay [expr $clk_period * $clk_io_pct] -clock clk0 [all_outputs]
### flow/config.mk
export PLATFORM = sky130hd
export DESIGN_NAME = ALU
export DESIGN_NICKNAME = ALU
export VERILOG_FILES = /design/flow/design.v
export SDC_FILE = /design/flow/constraint.sdc
export NUM_CORES = 4
export LEC_CHECK = 1
export CORE_UTILIZATION = 30
==> results.tsv <==
metric	value	unit
p_leak	4.448	nW
ys_seq_frac	0	
hp-start	B[4]	
grt-busiest-layer	met2	
post_cts_resized	0	
min_to	out[18]	
via_count	11570	
yosysChipArea	9843	um^2
tool_warnings	97	
fmax	0.03775	GHz
crit_top_cell	fa_1	
postCtsSetupRepairBufs	0	
clkbuf_count	0	
lay_top_count	nor2_1	
met2_usage	0.4027	
drt_iter0_markers	1333	
grt_usage	0.2622	
fillerInstances	3441	
criticalPathCategory	input pin to output pin	
drv_cap	0	
ir_drop	0.006411	mV
detail_route.wl_per_cell	22.59	um
die_h	183.1	um
dieWidth	183.1	um
grt_pass1_vias	10820	
fin_tns_setup	0	ns
whs_path_depth	5	
grt_use_met1	0.3830	
syn_area_per_cell	6.705	um^2
grt_pass1_wl	66170	um
max_stage_delay	0.59	ns
fp-row-count	65	
cp_data_arrival_time	20.79	ns
timing.final.ws_setup	2.009	ns
comb_area	9020	um^2
syn_area	9843	um^2
powerDensity	21.22	nW/um^2
ctsHoldBuffers	0	
ys_warn_count	3	
swShare	0.6060	
firstDrtPassIters	9	
grtUsageMet3	0.03462	
vias_per_cell	6.040	
internal_power	92.82	uW
fin_hold_ws	12.48	ns
critPathCaptureType	output pin	
ys_cells	1468	
path_max_fanout	58	
floorplan.core_util	0.3088	
worst_pin_slew	0.7525	ns
portBuffers	104	
status	finished clean	
antenna_found_initial	2	
layout-drive-gt1-share	0.04865	
pwr-share-clk	0	
detail_route.wirelength	43260	um
final-hold-violation-count	0	
p_comb_frac	1.000	
setup_viol	0	
rsz0062_at_grt	no	
regArea	0	um^2
ff_count	0	
syn_inst	1468	
drc	0	
hp-class	input pin to output pin	
critPathRequiredTime	22.80	ns
final_cell_mix	nor2_1, nand2_1, o21ai_0	
grt_max_degree	78	
period_needed	26.49	ns
sequentialPowerShare	0	
slew_viol_final	0	
post-route-period-util	0.9295	
cp-start-kind	input pin	
die-area	33540	um^2
ant_nets	0	
pre_cts_ws	1.948	ns
p_switching	142.8	uW
ios	104	
dp_hpwl	34800	um
core_area	31880	um^2
slowest_stage	buf_4	
synthToLayoutAreaGrowth	12.80	%
grt_overflow_total	0	
antennaDiodeCount	0	
ys_types	83	
place.gp.congestion	1.038	
slew_headroom	0.4919	
[worst max path at each step]
stage | start | to | slack (ns) | depth (start not counted)
finish | B[1] | out[31] | 2.01 | 40
global route | B[1] | out[31] | 1.32 | 40
CTS | B[1] | out[31] | 1.94 | 40
[cells by family (layout without fill, tap and decap cells)]
logic type / Yosys count / after routing / share of synthesized area
adders and majority gates: 130 / 130 / 0.1897
muxes: 100 / 100 / 0.1120
AOI/OAI and AO/OA: 515 / 515 / 0.3529
buffers and inverters: 213 / 225 / 0.08529
and+or+nand+nor: 446 / 446 / 0.2033
xor gates and xnor gates: 64 / 64 / 0.05695
[power by group through the flow]
| stage | sequential [mW] | combinational, mW | clock, mW |
|---|---|---|---|
| CTS | 0 | 0.232 | 0 |
| finish | 0 | 0.236 | 0 |
| global route | 0 | 0.257 | 0 |
[area by class of cell]
type | count | area share
timing repair buffer | 123 | 0.1041
tap | 435 | 0.04902
inverter | 102 | 0.03448
multi-input combinational | 1255 | 0.8124
[cells in the mapped netlist (9+ instances only)]
master	instances	area [um^2]
a211oi_1	17	127.6
fa_1	32	640.6
o22ai_1	12	75.07
mux2i_1	85	850.8
clkbuf_1	74	277.8
a31oi_1	12	75.07
nand3_1	28	140.1
nor2_1	160	600.6
nand2b_1	10	62.56
ha_1	98	1226
nand4_1	12	75.07
buf_1	23	86.33
a21o_1	9	67.56
inv_1	98	367.9
xnor2_1	60	525.5
a222oi_1	18	180.2
nand2_1	152	570.6
o2111ai_1	14	122.6
a211o_1	9	78.83
a221oi_1	23	201.4
o31ai_1	27	202.7
o21ai_0	133	665.6
o211ai_1	35	262.8
a21oi_1	117	585.6
a21boi_0	9	67.56
nor2b_1	11	68.82
nor3_1	21	105.1
[metrics by stage]
step           power [mW]  cell area [um^2]  cells    util
6_report           0.2356             11100   1915  0.3483
2_1_floorplan      0.1480              9843   1468       -
5_1_grt            0.2571             11100   1915  0.3483
4_1_cts            0.2316             11100   1915  0.3483
3_3_place_gp       0.2312             11100   1915  0.3483
3_5_place_dp       0.2298             11100   1915  0.3483
[worst max-delay path, delay by kind of cell]
kind	cells	cell delay, ns
fa+ha+maj	28	12.07
buf+inv	5	1.46
compound gates	2	0.61
xor+xnor	4	0.53
simple gates	1	0.41
[layer usage]
metal  share of wire  wire (um)
met1            0.44      19190
met2            0.44      19180
met3           0.078       3378
met4           0.034       1492
met5         0.00062         27
Power and IR drop assume default switching activity.
