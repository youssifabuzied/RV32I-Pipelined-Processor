===== config.mk =====
export PLATFORM = sky130hd
export DESIGN_NAME = RegFile
export DESIGN_NICKNAME = RegFile
export VERILOG_FILES = /design/flow/design.v
export SDC_FILE = /design/flow/constraint.sdc
export NUM_CORES = 4
export LEC_CHECK = 1
export CORE_UTILIZATION = 40

===== constraint.sdc =====
current_design RegFile

set clk_period 18.9
set clk_io_pct 0.2

create_clock -name clk0 -period $clk_period [get_ports {clk}]

set non_clock_inputs [all_inputs -no_clocks]
set_input_delay [expr $clk_period * $clk_io_pct] -clock clk0 $non_clock_inputs
set_output_delay [expr $clk_period * $clk_io_pct] -clock clk0 [all_outputs]

===== design.v =====
`timescale 1ns / 1ps
module RegFile#(parameter N=32)(input clk,input rst, input [4:0]read1, input [4:0] read2,
input [4:0]writeadd, input [N-1:0]writedata, input enwrite, output [N-1:0] out1, output [N-1:0] out2);
reg [N-1:0] reg_file [31:0];
assign out1 = reg_file[read1];
assign out2 = reg_file[read2];
integer i = 0;
always @(negedge clk, posedge rst)begin
if(rst ==1) begin
for(i = 0; i < 32; i= i+1) reg_file[i] <= 0;
end
else begin
if(enwrite == 1 && writeadd != 0) begin
reg_file[writeadd] <= writedata;
end
end
end 
endmodule

===== run.sh =====
#!/bin/bash
# OpenROAD 26Q1-2900-gdf79404cd8, Yosys 0.63+post, stock flow scripts
make -C /OpenROAD-flow-scripts/flow DESIGN_CONFIG=/design/flow/config.mk WORK_HOME=/design/flow/orfs finish

==> qor.yml <==
critical_path:
  cp_num_buf_inv: 1
  cp-start-kind: "register"
  r2r_setup_slack_ps: 17990
  critical_path_required_ps: 15120
  timing.rr.end: "reg_file[15][16]$_DFFE_NP0P_"
  rr_startpoint: "reg_file[15][16]$_DFFE_NP0P_"
  worst_path_largest_cell_delay_ps: 710
  startpoint: "reg_file[28][15]$_DFFE_NP0P_"
  rr_worst_depth: 1
  path_cells: "and4_1 > o21ai_0 > nand3_1 > nor4_1 > a21oi_1 > clkdlybuf4s50_1"
  critPathSlowestCell: "o21ai_0"
  cp_top_family: "AND-OR/OR-AND gates"
  crit_arrival_ps: 12700
  worstSetupPathType: "reg2out"
  path_max_fanout: 3
  end_kind: "output port"
place:
  io_buffers: 113
  pre_cts_ws_ps: 2435
  dp_hpwl_um: 154600
  globalplace.congestion: 1.046
floorplan:
  die-height_um: 359.0
  chip_area_um2: 128900
  die_w_um: 359.0
  rows: 130
  fp_util: 0.4045
  num_io_pins: 114
  core-area_um2: 126100
yosys:
  ys_cells: 4356
  ys_ff: 1024
  top_area_frac: 0.5025
  async_flop_share: 1.000
  edf_count: 0
  top_cells_by_area: "dfrtn_1 50%, mux2_2 22%, a22oi_1 11%, nand2_1 1.9%, clkbuf_1 1.7%"
  synth.distinct_cells: 62
  ys_seq_frac: 0.5025
  synthesis.area_um2: 50990
  netlist_instances: 4356
  yosys_warnings: 2
  syn_avg_cell_area_um2: 11.71
  ys_area_um2: 50990
  synthFlopType: "dfrtn_1"
  yosys.area.top_type: "dfrtn_1"
clock_network:
  cts_buffer_depth: 3
  cts_setup_buffers: 0
  cts-hold-fix-buffers: 0
  cts_buffers: 112
  cts_resized: 0
  clock_latency_ps: 670
  path_clk_slew_ps: 40
  cts_sinks: 1024
  root_buffer: "clkbuf_16"
  htreeDepth: 3
  cts_tree: "built"
route:
  drc: 0
  post_drt_wl_per_cell_um: 43.14
  ant_nets: 0
  routed_wl_um: 263300
  num_vias: 44440
  dr.pass1.iters: 7
  vias_per_cell: 7.282
  drt_iter0_drc: 5457
cells_and_area:
  largest_reg_flops: 1024
  areaGrowthSynthToFinish_pct: 14.39
  seqCellArea_um2: 25620
  drive_gt1_frac: 0.3399
  layout.area.comb_um2: 23980
  layout_top_cell: "dfrtn_1"
  most-common-layout-cells: "1024 x dfrtn_1, 1002 x mux2_2, 762 x a22oi_1"
  reg_top3: "reg_file (1024)"
  fill_cells: 11190
  largest-register: "reg_file"
pwr:
  leakage_nw: 25.37
  pwr_density_cell_nw_per_um2: 106.8
  vdd_ir_drop_max_uv: 79.61
flow_run:
  cap_violations: 0
  warnings: 47
timing:
  slew_headroom: 0.2368
  skew_ps: 0
  hold_slack_ps: 347.5
  worstMarginPinSlew_ps: 1142
  hold_viol: 0
  worst_slack_ps: 2424
  setup_violations: 0
  rsz0062_at_grt: "no"
  finalMaxSlewViolations: 0
global_route:
  grt_usage: 0.4229
  grt_pass1_vias: 43930
  overflow: 0
  grt_pass1_wl_um: 361800
  antenna_found_initial: 16
  grt_max_degree: 123
status:
  status: "finished clean"
min_path:
  hold_end: "reg_file[0][27]$_DFFE_NP0P_"
  hold_start: "reg_file[0][27]$_DFFE_NP0P_"
  min_path_cells: 0
  hold_path_class: "reg2reg"
==> synthesized netlist by cell type (all sizes together) (6+ instances only) <==
cell type	n
and2	8
a31oi	13
buf	220
a221o	11
nor2	163
nand2b	15
a22oi	762
mux2	1003
nand3	47
or2	6
and4	7
nand3b	14
a2111oi	6
nand4	96
nor4	37
or3	10
or3b	6
clkbuf	231
mux2i	33
a32oi	17
a221oi	36
nor2b	8
o32a	11
a22o	44
o21ai	28
nand2	254
dfrtn	1024
and3	17
a222oi	19
nor3	64
a21oi	87
==> layer usage <==
layer,global-route usage,part of all wire,vias to the layer above
met5,0.009989,0.0010,-
met4,0.2782,0.092,22
met3,0.2796,0.17,1479
met2,0.5485,0.39,4015
met1,0.5133,0.34,22280
li1,-,-,16650
==> final cells by class <==
class | instances | share of cell area
Antenna cell | 14 | 0.0006006
Clock buffer | 171 | 0.05848
Clock inverter | 37 | 0.007057
Inverter | 5 | 0.0003861
Multi-Input combinational cell | 2876 | 0.4112
Sequential cell | 1024 | 0.4393
Tap cell | 1650 | 0.03539
Timing Repair Buffer | 326 | 0.04762
==> report_power, final <==
part	switching [W]	internal, W	total, W
Combinational	0.000424	0.000460	0.000885
Clock	0.000950	0.00135	0.00230
Sequential	0.000402	0.00265	0.00305
==> metrics by stage <==
stage            util  power [W]  setup TNS (ps)  cells  area, um^2
3_3_place_gp   0.4321   0.003904               0   5881       54470
6_report       0.4627   0.006228               0   6103       58330
5_1_grt        0.4625   0.006409               0   6091       58300
2_1_floorplan       -   0.003487        -8249650   4356       51000
4_1_cts        0.4624   0.006198               0   6089       58290
3_5_place_dp   0.4321   0.003922               0   5881       54470
==> kinds of logic after synthesis <==
group,Yosys count,synth area share
buffers and inverters,456,0.03860
AND-OR/OR-AND,1073,0.1571
flip-flops,1024,0.5025
multiplexers,1037,0.2284
AND/OR/NAND/NOR,766,0.07334
==> worst max path at each step <==
stage | end | slack (ps) | cells after the start
4_1_cts | out2[15] | 2540 | 6
5_1_grt | out2[15] | 2380 | 6
6_report | out2[15] | 2420 | 6
No activity file was given, so power comes from the tool's default toggle rates.
