<file path="flow/config.mk">
export PLATFORM = sky130hd
export DESIGN_NAME = InstMem
export DESIGN_NICKNAME = InstMem
export VERILOG_FILES = /design/flow/design.v
export SDC_FILE = /design/flow/constraint.sdc
export NUM_CORES = 4
export LEC_CHECK = 1
export CORE_AREA = 10 10 70 70
export DIE_AREA = 0 0 80 80
</file>
<file path="flow/constraint.sdc">
current_design InstMem

set clk_period 2.1
set clk_io_pct 0.2

create_clock -name clk0 -period $clk_period

set non_clock_inputs [all_inputs -no_clocks]
set_input_delay [expr $clk_period * $clk_io_pct] -clock clk0 $non_clock_inputs
set_output_delay [expr $clk_period * $clk_io_pct] -clock clk0 [all_outputs]
</file>
<file path="flow/design.v">
module InstMem (input [5:0] addr, output [31:0] data_out);
 reg [31:0] mem [0:63];
initial begin
mem[0]=32'b0000000_00000_00000_000_00000_0110011 ;  
mem[1]=32'h03200093;  
mem[2]=32'b0000000_00000_00000_000_00000_0110011 ;  
mem[3]=32'b0000000_00000_00000_000_00000_0110011 ;  
mem[4]=32'b0000000_00000_00000_000_00000_0110011 ;  
mem[5]=32'h01608167 ;  
mem[6]=32'b0000000_00000_00000_000_00000_0110011 ;  
mem[7]=32'b0000000_00000_00000_000_00000_0110011 ;  
mem[8]=32'b0000000_00000_00000_000_00000_0110011 ;  
mem[9]=32'b000000001000_00000_010_00011_0000011 ;  
mem[10]=32'b0000000_00000_00000_000_00000_0110011 ;  
mem[11]=32'b0000000_00000_00000_000_00000_0110011 ;  
mem[12]=32'b0000000_00000_00000_000_00000_0110011 ;  
mem[13]=32'b0000000_00010_00001_110_00100_0110011 ;  
mem[14]=32'b0000000_00000_00000_000_00000_0110011 ;  
mem[15]=32'b0000000_00000_00000_000_00000_0110011 ;  
mem[16]=32'b0000000_00000_00000_000_00000_0110011 ;  
mem[17]=32'b0_000001_00011_00100_000_0000_0_1100011;  
mem[18]=32'b0000000_00000_00000_000_00000_0110011 ;  
mem[19]=32'b0000000_00000_00000_000_00000_0110011 ;  
mem[20]=32'b0000000_00000_00000_000_00000_0110011 ;  
mem[21]=32'b0000000_00010_00001_000_00011_0110011 ;  
mem[22]=32'b0000000_00000_00000_000_00000_0110011 ;  
mem[23]=32'b0000000_00000_00000_000_00000_0110011 ;  
mem[24]=32'b0000000_00000_00000_000_00000_0110011 ;  
mem[25]=32'b0000000_00010_00011_000_00101_0110011 ;  
mem[26]=32'b0000000_00000_00000_000_00000_0110011 ;  
mem[27]=32'b0000000_00000_00000_000_00000_0110011 ;  
mem[28]=32'b0000000_00000_00000_000_00000_0110011 ;  
mem[29]=32'b0000000_00101_00000_010_01100_0100011;  
mem[30]=32'b0000000_00000_00000_000_00000_0110011 ;  
mem[31]=32'b0000000_00000_00000_000_00000_0110011 ;  
mem[32]=32'b0000000_00000_00000_000_00000_0110011 ;  
mem[33]=32'b000000001100_00000_010_00110_0000011 ;  
mem[34]=32'b0000000_00000_00000_000_00000_0110011 ;  
mem[35]=32'b0000000_00000_00000_000_00000_0110011 ;  
mem[36]=32'b0000000_00000_00000_000_00000_0110011 ;  
mem[37]=32'b0000000_00001_00110_111_00111_0110011 ;  
mem[38]=32'b0000000_00000_00000_000_00000_0110011 ;  
mem[39]=32'b0000000_00000_00000_000_00000_0110011 ;  
mem[40]=32'b0000000_00000_00000_000_00000_0110011 ;  
mem[41]=32'b0100000_00010_00001_000_01000_0110011 ;  
mem[42]=32'b0000000_00000_00000_000_00000_0110011 ;  
mem[43]=32'b0000000_00000_00000_000_00000_0110011 ;  
mem[44]=32'b0000000_00000_00000_000_00000_0110011 ;  
mem[45]=32'b0000000_00010_00001_000_00000_0110011 ;  
mem[46]=32'b0000000_00000_00000_000_00000_0110011 ;  
mem[47]=32'b0000000_00000_00000_000_00000_0110011 ;  
mem[48]=32'b0000000_00000_00000_000_00000_0110011 ;  
mem[49]=32'b0000000_00001_00000_000_01001_0110011 ;  
end 
 assign data_out = mem[addr];
endmodule
</file>
<file path="flow/run.sh">
#!/bin/bash
# OpenROAD 26Q1-2900-gdf79404cd8, Yosys 0.63+post, stock flow scripts
make -C /OpenROAD-flow-scripts/flow DESIGN_CONFIG=/design/flow/config.mk WORK_HOME=/design/flow/orfs finish
</file>
==> CHANGELOG.md <==
### Metrics

- Hold WC Path Type: in -> out
- Chip height: 80 um
- Synth warn: 1
- Io pins: 38
- Core area: about 0.0034 mm^2
- DR WL/cell: between 10 and 15 um
- Slowest-stage cell, CP: clkdlybuf4s50_1
- CP cell instances: buf_4, or2_4, a21oi_2, o211a_1, clkdlybuf4s50_1
- Synth top cells by count: 11 x buf_4, 8 x buf_2, 8 x nand2_1, 8 x nand2b_1, 6 x a21oi_1
- Mapped Cells: between 80 and 90
- Initial DRC Count: 3
- Met3 routed wirelength: 96 um
- Largest cells by area after synthesis: buf_4 15%, nand2b_1 9.2%, buf_2 7.4%
- First-pass GRT wire length: 3.51 mm
- Area Growth Syn to Fin: 106%
- Most numerous cell in the Yosys netlist: buf_4
- Met2 routed WL: roughly 1000 um
- Hold slack final: 1320 ps
- # rows: 21
- Static Leak: 0.601 nW
- Status: complete, no violations
- Vias/cell: 3.95
- Synth cell types: 35
- Avg Inst Size Synth: between 6 and 7 um^2
- Final WL: about 2.1 mm
- Setup TNS: 0 ps
- Reg area: 0 um^2
- Comb pwr share: 100.0%
- Initial antenna violation count: 0
- Final setup fails: 0
- Crit-path max FO: 10
- Chip area: about 0.0064 mm^2
- Routed Antenna Nets: 0
- Largest net degree at the start of global routing: 12
- Hold_buf cts: 0
- Tmin final: roughly 2000 ps
- YS chip area: 544 um^2
- Fillers: 369
- Crit-path max cell delay: 460 ps
- Tool warnings: 34
- Max-cap violations: 0
- Internal: 0.0930 mW
- FF+latch count: 0
- Syn Std Cell Area: 544 um^2
- IO buf count: 27
- Slew Limit Fails: 0
- Worst Path Required: approximately 1700 ps
- Uppermost layer routed: met3
- First-pass DRT Iterations: 4
- Final GP Congestion: approximately 0.84
- CP bufs+invs: 2
- ANT cells: 0
- Post-synth seq share: 0%
- Crit path DAT: 1630 ps
- Cell count in the Yosys report: 87
- Vias in the first global route: 751
- Worst path top cell family by delay: buffers and inverters
- FP Core Util: 15.9%
- Startpoint class of the critical path: primary input
- Vias post-DR: slightly below 700
- HPWL after DPL: 1.69 mm
- CP endpoint kind: primary output
- Remaining DRCs: 0
- Cycle use final: a little over nine tenths
- Net switching power: 0.0807 mW
- Wl on met1: 1.04 mm
- Power Density: between 150 and 200 mW/mm^2
- Overall power: 0.174 mW
- Switching portion of total power: a little under half
- Final Hold Vio Count: 0
- Clock share of power: 0%
- Layout cell share with drive strength beyond 1: between 40% and 50%
- Clk_buf instances: 0
- Crit path kind: in -> out
- Peak supply drop: 0.0787 mV
- GRT Util Overall: 6.51%
- Global route total overflow: 0
- Area leader, netlist: buf_4
- RSZ-0062 raised after global routing: yes
- Sequential Power Share: 0%
- Die W: 80 um
- Area leader share: about 15%
- Finished Core Util: 32.9%
- Fmax: 0.487 GHz
[repair_timing]
| action | in CTS | in global routing |
|---|---|---|
| cloned | 1 | 0 |
| buffers inserted | 1 | 1 |
| endpoints found under the setup margin | 21 | 12 |
| pin swaps | 3 | 5 |
| gates resized | 56 | 24 |
[layout make-up]
cell class | count | area, um^2 | area share, %
Multi-Input combinational cell | 74 | 592 | 52.7
Timing Repair Buffer | 52 | 467 | 41.5
Inverter | 2 | 7.51 | 0.668
Tap cell | 46 | 57.6 | 5.12
[logic make-up after synthesis]
family | count (synthesis) | synth area share (%)
other | 2 | 1.38
buffers and inverters | 22 | 26.0
AND/OR/NAND/NOR | 39 | 40.0
XOR/XNOR | 2 | 3.22
multiplexers | 1 | 1.84
AND-OR/OR-AND | 21 | 27.6
[layer usage]
metal | up-vias | global-route usage, %
li1 | 363 | -
met4 | 0 | 0
met3 | 0 | 1.36
met2 | 18 | 10.8
met1 | 307 | 8.97
met5 | - | 0
[placed cells by master, fill, tap and decap left out, types with 2 or more instances in the layout]
cell             netlist  layout
dlymetal6s2s_1         0       6
buf_6                  1       6
conb_1                 2      11
o21ai_2                0       2
a21oi_2                0       2
nor2_1                 5       4
nor4_1                 5       2
nor4_4                 0       2
nand2_1                8       6
inv_1                  2       2
dlygate4sd2_1          0      11
a211oi_2               1       2
nor2b_4                0       2
buf_2                  8       2
nand2b_1               8       3
buf_4                 11      20
nor4_2                 1       2
a21o_1                 2       2
nand2b_4               0       5
a21oi_1                6       4
clkdlybuf4s50_1        0       6
nand2_2                0       2
[path summary, 6_finish.rpt]
check                           to    start  depth (start not counted)
worst min-delay path  data_out[12]  addr[5]                          4
worst max-delay path   data_out[7]  addr[4]                          5
[power groups by stage]
stage	Sequential, mW	Clock (mW)	Combinational (mW)
4_1_cts	0	0	0.160
5_1_grt	0	0	0.191
6_report	0	0	0.174
[metrics by stage]
step / worst slack (ps) / instance area, um^2 / instances
floorplan: 569 / 578 / 96
global placement: -548 / 960 / 174
detailed placement: -567 / 960 / 174
CTS: -22.3 / 1040 / 175
global route: -4.93 / 1120 / 174
finish: 47.6 / 1120 / 174
[worst min-delay path: cells and delay by family]
family / cells / cell delay, ps
AND/OR/NAND/NOR: 2 / 190
buffers and inverters: 2 / 290
Power figures rest on the tool's default switching activity, not on a simulated workload.
